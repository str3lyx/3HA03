--- design.v ---
module EasySound(clk, bz1, led9);
input clk;
output reg bz1;
output led9;
parameter inClk = 50000000;		 
parameter f1 = inClk/500;		 
reg [26:0] tone1;				 
reg sound1;						 
always @(posedge clk) begin 
	tone1 = tone1+1;
	if (tone1==f1) begin
		bz1 = ~bz1;
		tone1=0;
	end
end
endmodule
--- run.sh ---
#!/bin/bash
# OpenROAD 26Q1-2900-gdf79404cd8, Yosys 0.63+post, stock flow scripts
make -C /OpenROAD-flow-scripts/flow DESIGN_CONFIG=/design/flow/config.mk WORK_HOME=/design/flow/orfs finish
--- config.mk ---
export PLATFORM = sky130hd
export DESIGN_NAME = EasySound
export DESIGN_NICKNAME = EasySound
export VERILOG_FILES = /design/flow/design.v
export SDC_FILE = /design/flow/constraint.sdc
export NUM_CORES = 4
export LEC_CHECK = 1
export CORE_AREA = 10 10 92 92
export DIE_AREA = 0 0 102 102
--- constraint.sdc ---
current_design EasySound

set clk_period 6.1
set clk_io_pct 0.2

create_clock -name clk0 -period $clk_period [get_ports {clk}]

set non_clock_inputs [all_inputs -no_clocks]
set_input_delay [expr $clk_period * $clk_io_pct] -clock clk0 $non_clock_inputs
set_output_delay [expr $clk_period * $clk_io_pct] -clock clk0 [all_outputs]
==> qor.txt <==
static leakage -> 0.5352 nW
Largest logic family -> simple AND/OR/NAND/NOR gates
global-route wire length before repair -> 5540 µm
Flop area -> 570.5 µm²
FFs w/ async S/R, synth -> 0%
Hold Path Class -> flop to flop
Final WS setup -> 2.891 ns
cycle use final -> 52.60%
n_diodes -> 0
antenna-violating nets left -> 0
vias in the first global route -> 1160
R2R depth -> 7
area fraction in mux cells -> 0.6206%
Initial Util -> 24.97%
PD cells -> 174.6 nW/µm²
slowest stage cell, crit path -> nor3_1
xor/xnor share -> 13.03%
Synth Register Bits -> 28
IO Port Bufs -> 1
fillers -> 681
clock root buffer -> clkbuf_8
Post-synth EDFFs -> 1
total die size -> 10400 µm²
Setup Skew -> 0.006433 ns
pre-CTS WS -> 2.946 ns
element type at the critical path start -> flop
Avg Cell Area, Syn -> 8.444 µm²
# DRC -> 0
fin util -> 26.27%
maxcap violations -> 0
DR WL/cell -> 12.07 µm
pin count of the biggest net entering global routing -> 16
Final Max Tran Viols -> 0
crit path capture type -> flop
Clock Latency Late Sink -> 0.27 ns
gp weighted congestion -> 0.8904
RSZ-0062 raised after global routing -> false
first-pass iteration count of the detailed router -> 4
relative slew slack -> 31.44%
final hold vios -> 0
Post-CTS Hold Buffers -> 0
# rows -> 29
status -> finished clean
Yosys Chip Area -> 1613 µm²
Via Count -> 1276
io pins -> 3
Basic Gates by Area -> 27.93%
worst r2r dst -> bz1$_DFFE_PN_
MI comb area -> 934.6 µm²
max incr delay on CP -> 0.84 ns
Overall Global Routing Usage -> 6.353%
Min Clock Period, post-route -> 3.209 ns
Die H -> 102 µm
Cell Area, Synth -> 1613 µm²
register share after synthesis -> 35.38%
Hold EP -> tone1[20]$_SDFF_PN0_
dpl hpwl -> 2260 µm
Core Area -> 6459 µm²
Final Power -> 0.2963 mW
Hold Path Depth -> 1
final setup fails -> 0
Distinct cells, synth -> 51
Iter 0 DRT Violations -> 141
CTS Buffer Depth -> 2
area grow syn2layout -> 5.198%
worst slew pin tran -> 1.020 ns
Post-CTS Setup Bufs -> 0
CP required -> 6.09 ns
CTS buffer count -> 3
yosys warns -> 2
CP Class -> flop to flop
R2R Path Start -> tone1[0]$_SDFF_PN0_
# Cells Yosys -> 191
cells after synthesis -> 191
Crit Path Max Fanout -> 9
AO/OA Area Share -> 15.36%
clk sink count -> 28
Adder Share, Synth -> 0.7758%
total grt overflow -> 0
antenna violations before repair -> 0
peak supply drop -> 0.07301 mV
Peak Freq -> 311.6 MHz
post_cts resized -> 0
crit path cell chain -> ha_1 > nand4_1 > or4_1 > a21oi_1 > o22ai_1 > nor3_1 > and2_1
CTS clock-pin slew for the worst setup and hold paths -> 0.09 ns
CTS tree -> done
fraction of layout cells with a size suffix above 1 -> 5.525%
worst hold start -> tone1[20]$_SDFF_PN0_
Via density -> 4.946
tool warnings -> 25
setup_tns -> 0 ns
routed wire length -> 3113 µm
dominant synthesized flop cell -> dfxtp_1
Worst EP arrival -> 3.20 ns
die width -> 102 µm
H-tree depth -> 1
R2R setup slack -> 2.89 ns
-- synthesized netlist by cell type (2+ instances only) --
cell type / number / area share (%)
nor3b_1: 2 / 0.93
nor3_1: 5 / 1.6
or4_1: 2 / 0.93
buf_2: 10 / 3.1
dfxtp_1: 27 / 34
inv_1: 8 / 1.9
nand2_1: 12 / 2.8
nor4_1: 7 / 2.7
xnor2_1: 16 / 8.7
o22ai_1: 2 / 0.78
xor2_1: 8 / 4.3
nand3_1: 13 / 4.0
o31ai_1: 3 / 1.4
nor2_1: 10 / 2.3
o211ai_1: 2 / 0.93
o21ai_0: 4 / 1.2
and3_1: 4 / 1.6
nor2b_1: 2 / 0.78
buf_4: 2 / 0.93
o2111ai_1: 2 / 1.1
a21oi_1: 10 / 3.1
nand4_1: 11 / 4.3
-- report_power, final --
group	switching (mW)	internal (mW)	leakage, nW
Sequential	0	0.184	0.229
Combinational	0.0000276	0	0.278
Clock	0.0550	0.0577	0.0288
Total	0.0551	0.241	0.535
-- cells in the final DEF, fill, tap and decap left out, types with 3 or more instances in the layout --
master	n
clkbuf_8	4
nor4_1	7
nand4_1	11
nor3_1	5
and3_1	4
o31ai_1	3
dfxtp_1	27
nor2_1	10
a21oi_1	10
xnor2_1	16
nand3_1	13
xor2_1	8
inv_1	8
nand2_1	12
o21ai_0	4
-- state kept, by name, summed over array words and instances (netlist names) --
| signal | count |
|---|---|
| tone1 | 27 |
| bz1 | 1 |
-- metrics by stage --
stage                     std cells  hold slack, ns  instance area, µm²
after global routing            258          0.5334                1697
after global placement          254          0.4972                1642
final                           258          0.5203                1697
after detailed placement        254          0.5004                1642
after floorplan                 191          0.4688                1613
after CTS                       258          0.5188                1697
-- how the worst max path moves through the flow --
stage	start	endpoint	slack, ns	depth (start not counted)
after CTS	tone1[0]$_SDFF_PN0_	bz1$_DFFE_PN_	2.94	7
after global routing	tone1[0]$_SDFF_PN0_	bz1$_DFFE_PN_	2.56	7
final	tone1[0]$_SDFF_PN0_	bz1$_DFFE_PN_	2.89	7
-- worst max-delay path, delay by kind of cell (launching register included) --
kind,cells,cell delay [ns]
and+or+nand+nor,4,1.81
DFF,1,0.48
adders and majority gates,1,0.40
AOI/OAI and AO/OA,2,0.24
-- metal layers --
metal	up-vias	GRT usage (%)	wire, µm
met5	-	0	0
met4	0	0.7592	28
met3	2	0.6817	100
met2	17	9.630	1333
met1	583	9.801	1651
li1	674	-	-
-- cell families after synthesis --
family,count (synthesis)
compound gates,34
xor+xnor,24
fa+ha+maj,1
buf+inv,23
flops,28
mux,1
other cells,1
simple gates,79
-- layout make-up --
type	count	share of cell area [%]
inverters	8	1.770
well taps	77	5.678
multi-input cells	140	55.09
repair buffers	1	0.5900
flip-flops and latches	28	33.63
clock buffers	4	3.245
Power is estimated from default activity; no workload was simulated.
